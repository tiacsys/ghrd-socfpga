===== flow/run.sh =====
#!/bin/bash
# OpenROAD 26Q1-2900-gdf79404cd8, Yosys 0.63+post, stock flow scripts
make -C /OpenROAD-flow-scripts/flow DESIGN_CONFIG=/design/flow/config.mk WORK_HOME=/design/flow/orfs finish

===== flow/config.mk =====
export PLATFORM = sky130hd
export DESIGN_NAME = binary_delay
export DESIGN_NICKNAME = binary_delay
export VERILOG_FILES = /design/flow/design.v
export SDC_FILE = /design/flow/constraint.sdc
export NUM_CORES = 4
export LEC_CHECK = 1
export CORE_UTILIZATION = 30

===== flow/constraint.sdc =====
current_design binary_delay

set clk_period 3.2
set clk_io_pct 0.2

create_clock -name clk0 -period $clk_period [get_ports {clk}]

set non_clock_inputs [all_inputs -no_clocks]
set_input_delay [expr $clk_period * $clk_io_pct] -clock clk0 $non_clock_inputs
set_output_delay [expr $clk_period * $clk_io_pct] -clock clk0 [all_outputs]

===== flow/design.v =====
module binary_delay
#(
	parameter WIDTH	= 32	 
)
(
	input	wire 		clk,
	input	wire		reset_n,
	output	wire		data_out_n
);
	reg [WIDTH:0]		data_cnt;
	always @ (posedge clk or negedge reset_n)
	begin
		if (!reset_n)
			data_cnt <= WIDTH + 1'b0;
		else if (data_cnt[WIDTH] == 1'b0)
			data_cnt <= data_cnt + 1'b1;
		else
			data_cnt <= data_cnt;
	end
	assign	data_out_n = !data_cnt[WIDTH-1];
endmodule

==> flow.log <==
[flow] collecting metrics
[metrics] run status: finished, final reports clean
[metrics] yosys stat cell total: 132
[metrics] leading cell type by number of instances after synthesis: sky130_fd_sc_hd__dfrtp_1
[metrics] fmax: approximately 540 MHz
[metrics] Critical Path Max Stage Delay: 0.45 ns
[metrics] number of hold-slack violations in the final timing report: 0
[metrics] utilization of the core after routing: 35.7%
[metrics] count of buffer and inverter cells on the critical path: 2
[metrics] critical path capture point type: output port
[metrics] power density cells: 419 nW/um^2
[metrics] initial drt markers: 53
[metrics] Pins Over Slew Limit: 0
[metrics] Max Buffers Root-to-Sink: 2
[metrics] Slew Limit Headroom: 61.7%
[metrics] total global-route track usage: 10.8%
[metrics] fraction of final layout cells with drive strength greater than 1: 12.7%
[metrics] startpoint kind of the worst setup timing path: flop
[metrics] Post-synth regs: 33
[metrics] total iterations of the first detailed-routing run: 4
[metrics] number of global-route vias before repair: 984
[metrics] die y size: between 70 and 80 um
[metrics] transition time at the pin with the least slew margin: 0.570 ns
[metrics] max-cap check violation count: 0
[metrics] sequential cell area in the final layout: 827 um^2
[metrics] largest net degree at the start of global routing: 34
[metrics] first-pass GRT wire length: 4.44 mm
[metrics] die width: approximately 74 um
[metrics] Vias: 999
[metrics] async set-reset flop share out of synthesis: 100%
[metrics] average instance area after synthesis: 11.7 um^2
[metrics] Static Leak: 0.729 nW
[metrics] H-tree lvl count: 2
[metrics] arrival time at the worst endpoint: about 1.2 ns
[metrics] Std-Cell Core Area: around 4800 um^2
[metrics] clock skew after layout: 0.00719 ns
[metrics] minimum clock period after layout: 1.85 ns
[metrics] YS chip area: 1540 um^2
[metrics] library cell contributing the largest single delay on the critical path: sky130_fd_sc_hd__clkdlybuf4s50_1
[metrics] Cells after Synth: 132
[metrics] kind of cell with the highest combined delay on the critical path: buffers and inverters
[metrics] Total Die Area: 5430 um^2
[metrics] largest registers ranked by flip-flop count: data_cnt (33)
[metrics] footprint of the multi-input gates: 707 um^2
[metrics] # fillers: 451
[metrics] Critical Path Fanout Max: 3
[metrics] worst endpoint required time: 2.56 ns
[metrics] Setup Buffers After CTS: 0
[metrics] half-perimeter wire length of the detailed placement result: 1.70 mm
[metrics] Port Buffer Count: 2
[metrics] wire length reported by the detailed router: 2.52 mm
[metrics] setup repair after global routing missed its margin: false
[metrics] number of buffers created by CTS: 5
[metrics] DRC violations left: 0
[metrics] Detail Route Antenna Nets: 0
[metrics] placer's final routability congestion estimate: 0.791
[metrics] top flip-flop cell by instance count after synthesis: sky130_fd_sc_hd__dfrtp_1
[metrics] floorplan utilization: 31.8%
[metrics] yosys warns: 1
[metrics] cells traversed along the worst timing path: inv_1 -> clkdlybuf4s50_1
[metrics] post-synth tally of flip-flops with integrated enable: 0
[metrics] number of flip-flops under the largest register name: 33
[metrics] synth-to-layout area growth: 12.3%
[metrics] worst hold-check path type: reg -> reg
[metrics] antenna fix cells: 0
[metrics] clock input transition at the sequential cells of the worst setup and hold paths: 0.07 ns
[metrics] portion of the post-synthesis area used by sequential elements: 53.7%
[metrics] summed instance area of the synthesized netlist: between 1500 and 2000 um^2
[metrics] largest vdd supply drop: 0.269 mV
[metrics] count of instances resized after the clock tree is built: 0
[metrics] clk ins delay skew pair: 0.29 ns
[metrics] Yosys top cell by area: sky130_fd_sc_hd__dfrtp_1
[metrics] hold bufs inserted after CTS: 0
[metrics] share of the synthesized area in the top cell type: 51.9%
[metrics] number of antenna violations at the first check in global routing: 0
[metrics] clock tree from TritonCTS: done
[metrics] number of warnings in the stage logs: 25
[metrics] class of the most critical setup path: reg -> out
[metrics] CTS Root Buffer Type: sky130_fd_sc_hd__clkbuf_8
[metrics] Distinct lib cells used: 24
[metrics] portion of the clock cycle consumed by the worst path in the final layout: ~58%
[metrics] detailed-route vias per instance: 4.78
[metrics] total negative slack: 0 ns
[metrics] leading post-synthesis cells by cell area: sky130_fd_sc_hd__dfrtp_1 52%, sky130_fd_sc_hd__xnor2_1 15%, sky130_fd_sc_hd__nand3_1 5.2%, sky130_fd_sc_hd__nor4_4 4.1%, sky130_fd_sc_hd__nand2_1 3.2%
[metrics] clock sink count: 33
[metrics] top register by number of flip-flops: data_cnt
[metrics] total congestion overflow after global routing: 0
[metrics] routed length per instance: 12.0 um
[metrics] Layout Cells excl Fill: 209
[metrics] number of top-level design ports: 3
[metrics] Std-Cell Rows: 25
[metrics] setup violators final: 0
[metrics] count of placed standard cells including taps: 201
[metrics] most frequent cells after synthesis: 32 x sky130_fd_sc_hd__dfrtp_1, 27 x sky130_fd_sc_hd__xnor2_1, 16 x sky130_fd_sc_hd__nand3_1
[worst paths after layout]
kind / startpoint / to / slack [ns] / depth (start not counted)
worst max-delay path: data_cnt[31] / data_out_n / 1.35 / 2
min in group asynchronous: reset_n / data_cnt[4] / 0.75 / 2
worst min register to register: data_cnt[28] / data_cnt[28] / 0.47 / 1
max in group asynchronous: reset_n / data_cnt[5] / 2.13 / 2
worst max register to register: data_cnt[0] / data_cnt[30] / 1.44 / 5
worst min-delay path: data_cnt[28] / data_cnt[28] / 0.47 / 1
[final cells by class]
| class | instances | area share, % |
|---|---|---|
| inverters | 1 | 0.217 |
| repair buffers | 3 | 1.59 |
| flip-flops and latches | 33 | 47.8 |
| well taps | 67 | 4.84 |
| clock buffers | 6 | 4.19 |
| clock inverters | 2 | 0.578 |
| multi-input cells | 97 | 40.8 |
[per-layer routing]
metal	GRT usage, %	vias to the layer above	part of all wire, %
met5	0	-	0
met4	1.92	0	0.87
met3	3.05	6	5.0
met2	16.1	22	44
met1	16.5	488	50
li1	-	483	-
[power breakdown]
part / total [W] / leakage [nW] / internal, W / switching [W]
logic: 0.00000939 / 0.231 / 0.00000186 / 0.00000753
registers: 0.000417 / 0.453 / 0.000417 / 0
clock network: 0.000299 / 0.0450 / 0.000150 / 0.000149
[kinds of logic after synthesis]
logic type	synth area share (%)
flip-flops	53.7
multiplexers	0.730
AND-OR/OR-AND	0.649
AND/OR/NAND/NOR	26.1
buffers and inverters	0.487
XOR/XNOR	17.6
adder cells (fa/ha/maj)	0.812
[cell usage in the layout, fill, tap and decap left out, types with 2 or more instances in the layout]
cell                              instances
sky130_fd_sc_hd__and3_1                   6
sky130_fd_sc_hd__clkbuf_8                 5
sky130_fd_sc_hd__clkdlybuf4s50_1          2
sky130_fd_sc_hd__clkinv_2                 2
sky130_fd_sc_hd__dfrtp_1                 32
sky130_fd_sc_hd__nand2_1                 13
sky130_fd_sc_hd__nand3_1                 16
sky130_fd_sc_hd__nand4_1                  7
sky130_fd_sc_hd__nor2_1                   7
sky130_fd_sc_hd__nor4_1                   3
sky130_fd_sc_hd__nor4_4                   3
sky130_fd_sc_hd__xnor2_1                 27
sky130_fd_sc_hd__xor2_1                   4
[stage by stage]
stage | worst slack [ns] | instance area (um^2) | hold slack [ns] | total power (W)
after global routing | 1.30 | 1730 | 0.502 | 0.000757
final | 1.35 | 1730 | 0.466 | 0.000726
after CTS | 1.34 | 1730 | 0.472 | 0.000733
after global placement | 1.51 | 1650 | 0.458 | 0.000435
after detailed placement | 1.46 | 1650 | 0.458 | 0.000435
after floorplan | 1.65 | 1540 | 0.344 | 0.000425
Power is estimated from default activity; no workload was simulated.
