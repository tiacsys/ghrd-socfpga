===== ./run.sh =====
#!/bin/bash
# OpenROAD 26Q1-2900-gdf79404cd8, Yosys 0.63+post, stock flow scripts
make -C /OpenROAD-flow-scripts/flow DESIGN_CONFIG=/design/flow/config.mk WORK_HOME=/design/flow/orfs finish

===== ./constraint.sdc =====
current_design bit_syncin_debouncer

set clk_period 3.8
set clk_io_pct 0.2

create_clock -name clk0 -period $clk_period [get_ports {clk}]

set non_clock_inputs [all_inputs -no_clocks]
set_input_delay [expr $clk_period * $clk_io_pct] -clock clk0 $non_clock_inputs
set_output_delay [expr $clk_period * $clk_io_pct] -clock clk0 [all_outputs]

===== ./design.v =====
module bit_syncin_debouncer
#(
	parameter WIDTH	= 32	 
)
(
	input	wire 		clk,
	input	wire		data_in_n,
	output	wire		data_out_n
);
	reg			data_r1, data_r2, data_n ;
	reg [WIDTH-1:0]		data_db_cnt;	 
	always @ (posedge clk)
	begin	 
		if (data_db_cnt[WIDTH-1])
		begin
			data_db_cnt <= #1 'd0;
		end
		else
		begin
			data_db_cnt <= #1 data_db_cnt + 'd1;
		end
		if (data_db_cnt[WIDTH-1])
		begin   
			data_r1 <= #1 data_in_n;
			data_r2 <= #1 data_r1;
			if (data_r2 == data_r1)
			begin
				data_n <= #1 data_r2;
			end
			else
			begin
				data_n <= #1 1'b0;  
			end
		end
	end
	assign data_out_n = data_n;
endmodule

===== ./config.mk =====
export PLATFORM = sky130hd
export DESIGN_NAME = bit_syncin_debouncer
export DESIGN_NICKNAME = bit_syncin_debouncer
export VERILOG_FILES = /design/flow/design.v
export SDC_FILE = /design/flow/constraint.sdc
export NUM_CORES = 4
export LEC_CHECK = 1
export CORE_AREA = 10 10 96 96
export DIE_AREA = 0 0 106 106

==> impl_metrics.tcl <==
# flow metrics
set metrics [dict create \
    gr-usage-all-layers_pct 5.23 \
    stage_log_warnings 25 \
    power.share.switching_pct 19.4 \
    floorplan.initialDensity_pct 21.9 \
    cts-buffers-inserted 5 \
    worst_slew_margin_relative_to_its_limit_pct 63.9 \
    detail_route.wl_per_cell_um 10.7 \
    seq_area_frac_synth_pct 46.2 \
    fin_skew_ns 0.00632 \
    worst_slew_pin_slew_ns 0.541 \
    synth_top_cell_by_area "sky130_fd_sc_hd__dfxtp_1" \
    clock_tree.htree_level_count 2 \
    critPathLaunchType "register" \
    grt_start_max_net_pins 24 \
    holdWs_ns 0.452 \
    crit_required_ns 3.98 \
    hold_path.startpoint "data_r1" \
    synth_async_sr_flop_share_pct 0 \
    timing.setup.critical_path_class "register to register" \
    netlist.area_leader.share_pct 40.5 \
    crit_path_start "data_db_cnt[8]" \
    timing.critical_path.fanout_max 14 \
    detail_route.drc_violations 0 \
    final_hold_viols 0 \
    drt_pass1_iterations 4 \
    synthesis.instances 171 \
    initialDrtViolationCount 61 \
    cts.hold.buffers_added 0 \
    intPower_mw 0.564 \
    drive_gt1_share_pct 10.4 \
    tritoncts_num_sinks 35 \
    post-synth-top-count-cell "sky130_fd_sc_hd__dfxtp_1" \
    power.share.sequential_pct 53.0 \
    postCtsSetupBuffers 0 \
    critical_path.reg2reg.startpoint "data_db_cnt[8]" \
    viasPerCell 4.57 \
    die_height_um 106 \
    number_of_standard_cells_reported_by_yosys 171 \
    first_global_vias 1120 \
    cts.clk_slew.worst_paths_ns 0.07 \
    net-switching-power_mw 0.136 \
    floorplan.core_area_um2 7210 \
    finalPower_mw 0.700 \
    wire_length_of_the_first_global_routing_pass_um 5100 \
    setup_tns_ns 0 \
    critical_path.endpoint_type "register" \
    unrepaired_setup_endpoints_after_global_routing "false" \
    synth-edff-count 3 \
    routed-via-count 1242 \
    finalWirelength_um 2910 \
    clock_power_share_pct 46.8 \
    detail-route-antenna-nets 0 \
    core.rowCount 31 \
    layout-area-overhead-vs-synth_pct 13.7 \
    fmax_ghz 0.470 \
    synth_warnings 1 \
    power.ir.vdd_worst_v 0.000233 \
    portBuffers 2 \
    antenna_found_initial 0 \
    post-route-min-period_ns 2.13 \
    max-cap-violations 0 \
    netlist_area_um2 1580 \
    detail_route.antenna_diodes 0 \
    mean_cell_area_of_the_mapped_netlist_um2 9.24 \
    worstHoldPathType "register to register" \
    finalNonFillerCells 272 \
    clock_tree.buffer_depth 2 \
    layout_worst_path_cycle_share_pct 55.9 \
    status "finished, final reports clean" \
    timing_max_transition_violations_final 0 \
    power_leakage_nw 0.737 \
    grt.overflow.total 0 \
    post_cts_resize_count 0 \
    clk-insertion-delay-late_ns 0.29 \
    die_area_um2 11200 \
    ys.flop_type "sky130_fd_sc_hd__dfxtp_1" \
    yosys-top-cells-area "sky130_fd_sc_hd__dfxtp_1, sky130_fd_sc_hd__edfxtp_1, sky130_fd_sc_hd__o31ai_1" \
    boundaryPins 3 \
    clk_root_buffer_cell "sky130_fd_sc_hd__clkbuf_8" \
    p_per_area_nw_per_um2 390 \
    cts_tree "yes" \
    dp_hpwl_um 1880 \
    yosys.stat.chipArea_um2 1580 \
    synthDistinctLibCells 33 \
    die-width_um 106 \
    ys_top_cells_by_count "sky130_fd_sc_hd__dfxtp_1, sky130_fd_sc_hd__a21oi_1, sky130_fd_sc_hd__nor2_1" \
    ffs_latches_synth 35 \
    timing.critical_path.arrival_ns 2.31 \
    placed_instance_count 264 \
    gp_congestion 0.783 \
    report.final.setup_viol 0 \
    share_comb_of_total_power_pct 0.2 \
]
[power by group through the flow]
stage	registers (mW)	logic [mW]	clock network, mW
5_1_grt	0.371	0.00113	0.357
6_report	0.371	0.00105	0.328
4_1_cts	0.371	0.00111	0.335
[layout by cell type (no fill, tap or decap)]
cell,Yosys,routed
sky130_fd_sc_hd__clkbuf_8,0,5
sky130_fd_sc_hd__nor2b_1,4,4
sky130_fd_sc_hd__and3_1,1,1
sky130_fd_sc_hd__nand4_1,9,9
sky130_fd_sc_hd__nand4_2,1,1
sky130_fd_sc_hd__edfxtp_1,3,3
sky130_fd_sc_hd__or3_2,3,3
sky130_fd_sc_hd__or4_2,1,1
sky130_fd_sc_hd__bufinv_16,0,1
sky130_fd_sc_hd__nor4b_1,1,1
sky130_fd_sc_hd__buf_4,0,1
sky130_fd_sc_hd__and2_1,1,1
sky130_fd_sc_hd__nand2_1,8,8
sky130_fd_sc_hd__a21oi_1,15,15
sky130_fd_sc_hd__clkinv_2,0,1
sky130_fd_sc_hd__inv_1,3,3
sky130_fd_sc_hd__nor4bb_1,1,1
sky130_fd_sc_hd__xnor2_1,3,3
sky130_fd_sc_hd__ha_1,1,1
sky130_fd_sc_hd__o31ai_1,12,12
sky130_fd_sc_hd__nor2_1,15,15
sky130_fd_sc_hd__or3_1,1,1
sky130_fd_sc_hd__or4_1,11,11
sky130_fd_sc_hd__or4_4,1,1
sky130_fd_sc_hd__nand3_1,10,10
sky130_fd_sc_hd__clkinv_1,0,1
sky130_fd_sc_hd__dfxtp_1,32,32
sky130_fd_sc_hd__clkdlybuf4s50_1,0,2
sky130_fd_sc_hd__and4_1,5,5
sky130_fd_sc_hd__o21ai_0,3,3
sky130_fd_sc_hd__nor4_1,3,3
sky130_fd_sc_hd__mux2_2,3,3
sky130_fd_sc_hd__nor3_1,2,2
sky130_fd_sc_hd__and3_2,1,1
sky130_fd_sc_hd__xor2_1,8,8
[area by class of cell]
cell class                      count  area, um^2
Clock inverter                      3        38.8
Sequential cell                    35         731
Timing Repair Buffer                3        27.5
Clock buffer                        5        68.8
Tap cell                           99         124
Multi-Input combinational cell    124         796
Fill cell                         796        5420
Inverter                            3        11.3
[critical path, stage by stage, from the launching register on]
cell                      delay [ns]
sky130_fd_sc_hd__dfxtp_1        0.42
sky130_fd_sc_hd__nand4_2        0.20
sky130_fd_sc_hd__or3_2          0.66
sky130_fd_sc_hd__nor4b_1        0.36
sky130_fd_sc_hd__mux2_2         0.37
[flip-flops by register name, indices dropped and copies added, names as in the netlist]
| name | flops |
|---|---|
| data_db_cnt | 32 |
| data_n | 1 |
| data_r1 | 1 |
| data_r2 | 1 |
[metrics by stage]
stage / setup WS [ns] / util (%) / area, um^2
final: 1.67 / 24.9 / 1800
after CTS: 1.67 / 24.9 / 1800
after floorplan: 1.79 / - / 1580
after global routing: 1.58 / 24.9 / 1800
after detailed placement: 1.70 / 23.4 / 1690
after global placement: 1.73 / 23.4 / 1690
[worst paths after layout]
check	slack [ns]	to	cells past startpoint
max	1.67	data_db_cnt[27]	4
max reg2reg	1.67	data_db_cnt[27]	4
min reg2reg	0.45	data_r2	0
min	0.45	data_r2	0
[layer usage]
metal | vias to the layer above | global-route usage (%) | part of all wire (%)
met2 | 20 | 7.64 | 39
met1 | 573 | 7.15 | 54
li1 | 643 | - | -
met5 | - | 0 | 0
met3 | 6 | 2.32 | 5.7
met4 | 0 | 0.774 | 1.3
[cells by family after synthesis]
kind of cell / after synthesis / share of synthesized area, %
AND-OR/OR-AND: 30 / 11.4
XOR/XNOR: 11 / 6.10
adder cells (fa/ha/maj): 1 / 0.792
buffers and inverters: 12 / 3.40
flip-flops: 35 / 46.2
multiplexers: 3 / 2.14
AND/OR/NAND/NOR: 79 / 29.9
